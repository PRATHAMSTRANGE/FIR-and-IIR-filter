==> flow/design.v <==
module DA2_Top (
    input clk, rst, update,
    input [11:0] value0, value1,
    output [1:0] SDATA,
    output SYNC, SCLK
);
wire SCLK_en;
da2_dual uut1(
    clk,
    rst,
    SCLK,
    SDATA,
    SYNC,
    SCLK_en,
    2'b00,
    2'b00,  
    value0,
    value1,
    update);
clkDiv25en uut2(
    clk,
    rst,
    SCLK_en,
    SCLK);
endmodule
`timescale 1ns / 1ps
module clkDiv25en(
    input clk,
    input rst,
    input en,
    output reg SCLK);
    reg clk_m;
    always@(posedge clk) begin
        if(~en) begin
            clk_m <= 1'b0;
        end else begin
            clk_m <= ~clk_m;
        end
    end
    always@(posedge clk_m or negedge en) begin
        if(~en) begin
            SCLK <= 1'b0;
        end else begin
            SCLK <= ~SCLK;
        end
    end
endmodule  
`timescale 1ns / 1ps
module da2_dual(
    input clk,
    input rst,
    input SCLK,                       
    input update,                    
    input [1:0] chmode0,             
    input [1:0] chmode1,             
    input [11:0] value0,             
    input [11:0] value1,             
    output [1:0] SDATA,              
    output reg SYNC,                 
    output reg working               
);
reg count;
reg contCount;
reg [3:0] counter;
reg [15:0] SDATAbuff0, SDATAbuff1;
wire [15:0] SDATAbuff_cont0, SDATAbuff_cont1;
assign SDATAbuff_cont0 = {2'b00, chmode0, value0};
assign SDATAbuff_cont1 = {2'b00, chmode1, value1};
assign SDATA = {SDATAbuff1[15], SDATAbuff0[15]};
always @(posedge SCLK or posedge SYNC) begin
    if (SYNC) begin
        SDATAbuff0 <= SDATAbuff_cont0;
        SDATAbuff1 <= SDATAbuff_cont1;
    end else begin
        if (count) begin
            SDATAbuff0 <= {SDATAbuff0[14:0], 1'b0};
            SDATAbuff1 <= {SDATAbuff1[14:0], 1'b0};
        end
    end
end
always @(posedge clk or posedge rst) begin
    if (rst) begin
        count <= 1'b0;
    end else begin
        case (count)
            1'b0: count <= SCLK & contCount;
            1'b1: count <= (counter != 4'd0) | contCount;
        endcase
    end
end
always @(posedge clk or posedge SYNC) begin
    if (SYNC) begin
        contCount <= 1'b1;
    end else begin
        contCount <= working & contCount & (counter != 4'd15);
    end
end
always @(posedge clk or posedge rst) begin
    if (rst) begin
        working <= 1'b0;
    end else begin
        case (working)
            1'b0: working <= SYNC;
            1'b1: working <= (counter != 4'd0) | contCount;
        endcase
    end
end
always @(posedge clk or posedge rst) begin
    if (rst) begin
        SYNC <= 1'b0;
    end else begin
        case (SYNC)
            1'b0: SYNC <= update & ~(contCount | count);
            1'b1: SYNC <= 1'b0;
        endcase
    end
end
always @(negedge SCLK or posedge SYNC) begin
    if (SYNC) begin
        counter <= 4'd0;
    end else begin
        counter <= counter + {3'd0, count};  
    end
end
endmodule
`timescale 1ns / 1ps
module fir(
    input signed [11:0] input_data,       
    input clk,
    input rst,
    output signed [11:0] output_data      
);
parameter n1 = 8;
parameter n2 = 12;
parameter n3 = 24;
wire signed [n1-1:0] coeff [0:7];
assign coeff[0] = 8'b00000000;  
assign coeff[1] = 8'b11111111;  
assign coeff[2] = 8'b00000110;  
assign coeff[3] = 8'b00011100;  
assign coeff[4] = 8'b00011100;  
assign coeff[5] = 8'b00000110;  
assign coeff[6] = 8'b11111111;  
assign coeff[7] = 8'b00000000;  
reg signed [n2-1:0] samples [0:7];
reg signed [n3-1:0] mac_result;
always @(posedge clk) begin
    if (rst) begin
        samples[0] <= 0; samples[1] <= 0; samples[2] <= 0; samples[3] <= 0;
        samples[4] <= 0; samples[5] <= 0; samples[6] <= 0; samples[7] <= 0;
        mac_result <= 0;
    end else begin
        mac_result <= coeff[0] * input_data +
                      coeff[1] * samples[0] +
                      coeff[2] * samples[1] +
                      coeff[3] * samples[2] +
                      coeff[4] * samples[3] +
                      coeff[5] * samples[4] +
                      coeff[6] * samples[5] +
                      coeff[7] * samples[6];
        samples[0] <= input_data;
        samples[1] <= samples[0];
        samples[2] <= samples[1];
        samples[3] <= samples[2];
        samples[4] <= samples[3];
        samples[5] <= samples[4];
        samples[6] <= samples[5];
    end
end
assign output_data = mac_result[17:6];
endmodule
`timescale 1ns / 1ps
module iir(
    input clk,
    input signed [11:0] din,
    output reg signed [11:0] dout
);
reg signed [7:0] a1 = -8'sd71;
reg signed [7:0] a2 =  8'sd25;
reg signed [7:0] b0 =  8'sd5;
reg signed [7:0] b1 =  8'sd9;
reg signed [7:0] b2 =  8'sd5;
reg signed [15:0] rx    = 0;
reg signed [15:0] rx_1  = 0;
reg signed [15:0] rx_2  = 0;
reg signed [15:0] ry_1  = 0;
reg signed [15:0] ry_2  = 0;
wire signed [31:0] sum;
wire signed [11:0] scaled;
always @(posedge clk) begin
    rx   <= din;
    rx_1 <= rx;
    rx_2 <= rx_1;
    ry_1 <= sum >>> 6;   
    ry_2 <= ry_1;
    if (scaled >  12'sd2047)
        dout <= 12'sd2047;
    else if (scaled < -12'sd2048)
        dout <= -12'sd2048;
    else
        dout <= scaled;
end
assign sum = (rx * b0) + (rx_1 * b1) + (rx_2 * b2)
           + (ry_1 * -a1) + (ry_2 * -a2);
assign scaled = sum[17:6];  
endmodule
`timescale 1ns / 1ps
module spi_receiver (
    input clk,               
    input rst,
    input miso,
    output reg sclk,
    output reg ss,
    output reg [11:0] data_out,
    output reg data_valid
);
    reg [4:0] bit_cnt;
    reg [15:0] shift_reg;
    reg [7:0] clk_div;
    parameter CLK_DIVIDER = 50;   
    reg sclk_en;
    always @(posedge clk) begin
        if (rst) begin
            clk_div <= 0;
            sclk <= 1;
            sclk_en <= 0;
        end else begin
            if (clk_div == CLK_DIVIDER) begin
                clk_div <= 0;
                sclk <= ~sclk;
                sclk_en <= 1;
            end else begin
                clk_div <= clk_div + 1;
                sclk_en <= 0;
            end
        end
    end
    always @(negedge sclk) begin
        if (rst) begin
            bit_cnt <= 0;
            shift_reg <= 0;
            ss <= 1;
            data_out <= 0;
            data_valid <= 0;
        end 
        else if (sclk_en) begin
            ss <= 0;
            shift_reg <= {shift_reg[14:0], miso};
            bit_cnt <= bit_cnt + 1;
            if (bit_cnt == 15) begin
                data_out <= shift_reg[11:0];   
                data_valid <= 1;
                bit_cnt <= 0;
                ss <= 1;   
            end else begin
                data_valid <= 0;
            end
        end
    end
endmodule
`timescale 1ns / 1ps
module top(input clk,
    input rst,
    output [1:0] SDATA,
    output SCLK,
    output SYNC,
    input miso,
    output sclk_m,
    output ss,
    output data_valid
    );
wire [11:0] value0,value1;
wire[11:0] data_out;
wire update;
    DA2_Top da2
    (.clk(clk),.rst(rst),.update(1'b1),.value0(value0),.value1(value1),.SDATA(SDATA),.SCLK(SCLK),.SYNC(SYNC)
    );
    spi_receiver
    spi(.clk(clk),.rst(rst),.miso(miso),.sclk(sclk_m),.ss(ss),.data_out(data_out),.data_valid(data_valid));
    fir f (.input_data(data_out),.clk(clk),.rst(rst),.output_data(value0));
    iir r (.clk(clk),.din(data_out),.dout(value1));
endmodule
==> flow/run.sh <==
#!/bin/bash
# OpenROAD 26Q1-2900-gdf79404cd8, Yosys 0.63+post, stock flow scripts
make -C /OpenROAD-flow-scripts/flow DESIGN_CONFIG=/design/flow/config.mk WORK_HOME=/design/flow/orfs finish
==> flow/config.mk <==
export PLATFORM = sky130hd
export DESIGN_NAME = top
export DESIGN_NICKNAME = top
export VERILOG_FILES = /design/flow/design.v
export SDC_FILE = /design/flow/constraint.sdc
export NUM_CORES = 4
export LEC_CHECK = 1
export CORE_AREA = 10 10 72 72
export DIE_AREA = 0 0 82 82
==> flow/constraint.sdc <==
current_design top

set clk_period 2.6
set clk_io_pct 0.2

create_clock -name clk0 -period $clk_period [get_ports {clk}]

set non_clock_inputs [all_inputs -no_clocks]
set_input_delay [expr $clk_period * $clk_io_pct] -clock clk0 $non_clock_inputs
set_output_delay [expr $clk_period * $clk_io_pct] -clock clk0 [all_outputs]
==> run summary <==
Results of the flow run.

For the worst min-delay path, the startpoint reported by OpenROAD is spi.clk_div[7]. The yosys synthesis chip area stands at 757 µm². STA classifies the critical path startpoint as a flop.

The report puts the hold buffer count at CTS at 0. The synthesized netlist occupies a cell area of 757 µm². The final timing report derives a shortest allowable period of 1800 ps.

The core area stands at 0.00369 mm². The share of the clock period used by the worst path stands at 69.1%. The global route stage reports its total congestion overflow as 0.

The data required time of the worst path stands at 2710 ps. Summing over every cut layer, the via total after detailed routing is 540. Once the floorplan was initialized, standard cells occupied 20.5% of the core. The post-synth register bit count is 17. CTS built an H-tree with a depth of 1. The number of iterations in the first detailed-routing pass stands at 4. The flow reports that sequential cells draw 48.9% of the design power. The cell sitting at the root of the clock tree is a clkbuf_8.

The final non-filler cell total stands at 135. The internal portion of the total power is 0.000267 W. The clock skew after layout stands at 2.48 ps. The chip width stands at 82 µm. The detail-routed net length per standard cell stands at 9.47 µm.

The registers of the reported paths see a clock transition of 40 ps. The placement summary gives the final routability congestion estimate as 0.708. In the Yosys report, the sequential cells make up 45.0% of the chip area. Counting flops with a built-in enable in the synthesized netlist gives 0. Data arrives at the worst endpoint at 1900 ps.

The global-route wire length before repair stands at 2.19 mm. The top cell type in the final layout, fill and taps aside, is dfxtp_1. Post-synth the commonest register cell is dfxtp_1.

The number of hold violations in the final report stands at 0. The number of buffers inserted to repair setup after CTS stands at 0. The sum of internal, switching and leakage power stands at 0.000334 W. The DRC violation total left in the routed layout is recorded as 0. Setup repair after global routing left no endpoint under its margin. TritonCTS built the clock tree. The run finished with clean final reports. The placed instance count stands at 132. Looking at the reg2reg group, the worst path starts from spi.clk_div[0].

STA reports the tightest min-delay check as being of type reg -> reg. The static leakage stands at 0.292 nW. The overall fraction of global-route tracks in use stands at 3.90%.

For the worst flop-to-flop path, the logic depth is 5. The power spent charging and discharging nets stands at 0.0000675 W. Net switching is 20.2% of the power. The clock network accounts for 45.6% of the total power. The via count of the first global-routing pass stands at 530. The starting DRC count in detailed routing stands at 36. The critical path is of the reg -> reg type. The number of cell instances after yosys synthesis stands at 84. According to the floorplan log, the row count is 22.

The post-CTS resize count stands at 0. The mean area per synthesized cell stands at 9.01 µm². The number of CTS-inserted buffers stands at 3.

The count of nets left with antenna violations after detail routing stands at 0. The final-layout setup total negative slack stands at 0 ps. Entering global routing, the biggest net connects 18 pins. Synthesis produced a netlist whose cell count is 84.

The initial antenna violation count is 0. The number of library cell types mapped by synthesis stands at 31. The count of endpoints without a timing constraint stands at 9. Between the synthesized netlist and the finished layout, the area growth was recorded as 14.9%. Tracing the worst setup path back leads to its startpoint at spi.clk_div[0]. Per the layout report, the design carries 401 filler cells.

According to the floorplan report, the total die area is 0.00672 mm². The tool warning count stands at 27. The number of cells traversed by the worst hold path stands at 2.

The final core area utilization stands at 23.6%. STA classifies the critical path endpoint as a flop. The upper clock frequency limit stands at 0.557 GHz.

In the layout the commonest cells are dfxtp_1, a21oi_1, nand2_1, nand3_1, nor3_1. The Yosys warning count stands at 15. The half-perimeter wire length after detailed placement stands at 886 µm.

The overall die height stands at 82 µm. The count of unclocked register or latch pins stands at 7. The via density per instance stands at 4.00. The proportion of synthesized flip-flops having asynchronous set or reset stands at 0%. Per the run summary, max-cap violations total 0. Per the timing report, the biggest fanout along the worst path comes to 6. The count of inserted antenna diode cells stands at 0. From the final report, the count of setup violators was given as 0.

During I/O placement, the number of pins put on the boundary was 10. The number of I/O port buffers stands at 4. The clock passes through at most 2 buffers. The clock reaches the later pin of the worst-skew pair after 230 ps. The share of total power dissipated in combinational logic is 5.5%. Power spread over the standard cell area amounts to 385 mW/mm². The number of slew-limit violations in the final report stands at 0. Looking at the VDD voltage map, the peak drop is 0.289 mV. The fraction of final layout cells sized beyond drive strength 1 stands at 9.20%. In the post-route report, total wirelength is listed as 1.28 mm.
cells by family (layout without fill, tap and decap cells):
logic type	count (synthesis)	in the layout	synth area share (%)
AND/OR/NAND/NOR	34	34	25.8
flip-flops	17	17	45.0
AND-OR/OR-AND	13	13	10.7
buffers and inverters	12	12	8.26
adder cells (fa/ha/maj)	3	3	4.96
XOR/XNOR	3	3	3.47
other	1	4	0.495
multiplexers	1	1	1.32
through the flow:
| step | area (µm²) | hold slack [ps] | setup WS (ps) |
|---|---|---|---|
| 2_1_floorplan | 768 | 453 | 929 |
| 3_3_place_gp | 828 | 471 | 868 |
| 3_5_place_dp | 828 | 476 | 837 |
| 4_1_cts | 870 | 485 | 830 |
| 5_1_grt | 870 | 535 | 703 |
| 6_report | 870 | 492 | 805 |
sequential cells by signal, indices dropped and copies added, names as in the netlist:
| register | flops |
|---|---|
| spi.data_valid | 1 |
| spi.sclk | 1 |
| spi.bit_cnt | 5 |
| spi.sclk_en | 1 |
| spi.ss | 1 |
| spi.clk_div | 8 |
per-layer routing:
layer	track usage (%)	vias up	wire length, µm
li1	-	294	-
met1	4.97	244	633
met2	6.58	2	612
met3	0.881	0	32
met4	0.850	0	0
met5	0	-	0
worst max-delay path: stages (launching register included):
cell and delay (ps):
dfxtp_1 340, inv_1 70, ha_1 130, or4b_1 570, o31ai_2 210, or3b_1 360
cell type report:
cell class / instances / area [µm²] / share of cell area (%)
flip-flops and latches: 17 / 340 / 39.1
inverters: 4 / 15.0 / 1.73
well taps: 48 / 60.1 / 6.91
repair buffers: 5 / 47.5 / 5.47
clock buffers: 3 / 41.3 / 4.75
multi-input cells: 58 / 365 / 42.0
worst paths after layout:
path / end / slack (ps)
max: spi.sclk / 800
min: spi.clk_div[7] / 490
max reg2reg: spi.sclk / 800
min reg2reg: spi.clk_div[7] / 490
power by group through the flow:
stage                 registers [W]  logic [W]  clock network (W)
final                      0.000164  0.0000184           0.000152
after global routing       0.000164  0.0000213           0.000166
after CTS                  0.000164  0.0000184           0.000158
cell usage after synthesis (2+ instances only):
| cell type | number | area share, % |
|---|---|---|
| a21oi_1 | 6 | 4.0 |
| nand2_1 | 6 | 3.0 |
| clkbuf_1 | 2 | 0.99 |
| or3_1 | 3 | 2.5 |
| inv_1 | 4 | 2.0 |
| dfxtp_1 | 17 | 45 |
| ha_1 | 3 | 5.0 |
| or2_2 | 2 | 1.7 |
| buf_2 | 2 | 1.3 |
| xor2_1 | 2 | 2.3 |
| o21ai_0 | 2 | 1.3 |
| buf_4 | 4 | 4.0 |
| nand4_1 | 2 | 1.7 |
| a31oi_1 | 2 | 1.7 |
| nor2_1 | 2 | 0.99 |
| nor4_1 | 2 | 1.7 |
| nand3_1 | 5 | 3.3 |
| nor3_1 | 5 | 3.3 |
Power figures rest on the tool's default switching activity, not on a simulated workload.
